**run.sh**
```bash
#!/bin/bash
# OpenROAD 26Q1-2900-gdf79404cd8, Yosys 0.63+post, stock flow scripts
make -C /OpenROAD-flow-scripts/flow DESIGN_CONFIG=/design/flow/config.mk WORK_HOME=/design/flow/orfs finish
```
**config.mk**
```make
export PLATFORM = sky130hd
export DESIGN_NAME = traffic_light
export DESIGN_NICKNAME = traffic_light
export VERILOG_FILES = /design/flow/design.v
export SDC_FILE = /design/flow/constraint.sdc
export NUM_CORES = 4
export LEC_CHECK = 1
export CORE_AREA = 10 10 87 87
export DIE_AREA = 0 0 97 97
```
**constraint.sdc**
```tcl
current_design traffic_light

set clk_period 3.8
set clk_io_pct 0.2

create_clock -name clk0 -period $clk_period [get_ports {clk}]

set non_clock_inputs [all_inputs -no_clocks]
set_input_delay [expr $clk_period * $clk_io_pct] -clock clk0 $non_clock_inputs
set_output_delay [expr $clk_period * $clk_io_pct] -clock clk0 [all_outputs]
```
**design.v**
```verilog
module traffic_light (
    input  clk,
    input  rst,
    input  pass,
    output reg R,
    output reg G,
    output reg Y
);
    reg [5-1:0]        curr_state, next_state;
    reg [15-1:0]      cyc;
    reg                       pass_rst;
    reg                       pass_reg;
    wire [15-1:0]     x128_4 = 128 * 4;
    wire [15-1:0]     x128_3 = 128 * 3;
    wire [15-1:0]     base = 1024 - 1;
    wire                      init_done = ( cyc == base );
    wire                      idle_done = ( cyc == ( base + 128 ) | cyc == ( base + 128 * 3 ) );
    wire                      turn_yellow = ( cyc == ( base + 128 * 4 ) );
    wire                      turn_idle = ( cyc == ( base + 128 + 128 ) );
    wire                      turn_red = ( cyc == ( base + 128 * 4 + 512 ) );
    wire                      turn_rst = ( cyc == ( base + 128 * 4 + 512 + 1024 ) );
    always @(posedge clk, posedge rst) begin
      if(rst)
        pass_reg <= 1'b0;
      else
        pass_reg <= pass;
    end
    always @(*) begin
      if(pass)
        pass_rst = (curr_state[0]) ? 1'b0 : 1'b1;
      else
        pass_rst = 1'b0;
    end
    always @(posedge clk, posedge rst) begin
      if(rst)
        cyc <= {15{1'b0}};
      else 
        cyc <= ( turn_rst || pass_rst ) ? {15{1'b0}} : (cyc + 1'b1);
    end
    always @(posedge clk, posedge rst) begin
       if(rst)
         curr_state <= 5'b0 | 1'b1;
       else
         curr_state <= next_state;
    end  
    always @(*) begin
       next_state = 5'b0;
       case (1'b1) // synopsys parallel_case
         curr_state[0]: begin
            if(init_done)
              next_state[1] = 1'b1;
            else
              next_state[0] = 1'b1;
         end
         curr_state[1]: begin
            if(idle_done)
              next_state[2] = 1'b1;
            else
              next_state[1] = 1'b1;
         end
         curr_state[2]: begin
            if(turn_yellow) begin
              next_state[3] = 1'b1;
            end else if(turn_idle) begin
              next_state[1] = 1'b1;
            end else begin
              next_state[2] = 1'b1;
            end
         end
         curr_state[3]: begin
            if(turn_red)
              next_state[4] = 1'b1;
            else
              next_state[3] = 1'b1;
         end
         curr_state[4]: begin
            if(turn_rst)
              next_state[0] = 1'b1;
            else
              next_state[4] = 1'b1;
         end
         default: begin
           next_state[0] = 1'b1;
         end
       endcase
       if(rst | pass_rst)
         next_state = 5'b0 | 1'b1;
    end  
    always @(*) begin
      R = 1'b0;
      G = 1'b0;
      Y = 1'b0;
      case (1'b1) // synopsys parallel_case
        curr_state[0]: begin
          G = 1'b1;
        end
        curr_state[2]: begin
           G = 1'b1;
        end
        curr_state[3]: begin
           Y = 1'b1;
        end
        curr_state[4]: begin
           R = 1'b1;
        end
        default: ;
      endcase
    end  
endmodule
```
==> run notes <==
The flow run is done. Synthesis-to-finish area growth landed at 15.6%. Summing over every cut layer, the via total after detailed routing is 777. Yosys printed 2 warnings. In the routed layout, each cell is associated on average with a via count of 4.13. The detail route stage leaves a number of antenna-violating nets equal to 0. Setup repair after global routing left no endpoint under its margin. Of the total synthesized cell area, the portion taken by AND, OR, NAND and NOR gates is 29.5%. Final setup skew landed at 0.00819 ns. met2 is the most crowded layer. The number of antenna diodes in the final layout is 0.

TritonCTS built the clock tree. The launch point of the worst min-delay path is recorded as cyc[0]$_DFF_PP0_. After detailed routing, the average wire length per cell comes to 10.7 um. Delay of the slowest cell on the worst path landed at 0.57 ns. Largest buffer count on any clock path landed at 2. The flow ran to the end, and the final reports show no timing, DRC or antenna violations.

Counting instances in the post-synthesis netlist gives the leading cell types as sky130_fd_sc_hd__dfrtp_1 (19), sky130_fd_sc_hd__nor2_1 (19), sky130_fd_sc_hd__xnor2_1 (10). STA classifies the critical path startpoint as a flip-flop. Averaged over all synthesized cells, the footprint is 9.96 um2. As logged by OpenROAD, the buffers inserted on ports number 5. Number of clock sinks landed at 20. Along the worst path, the maximum fanout reaches 4.

In this run the vertical extent of the chip is 97 um. Hold repair after CTS inserted 0 buffers. On met3, the global router reports a usage of 1.65%. Half-perimeter wire length after placement landed at 1.39 mm. Per the synth log, the flip-flop and latch total comes to 20.

For this run, the register share of the synthesized area comes to 45.8%. Hold timing on the final database bottoms out at a slack of 0.497 ns. After layout, the worst path uses 56.6% of the clock period.

TritonCTS created 3 clock buffers. The die is 97 um wide. The critical path in this run is classified as flip-flop to primary output.

Number of primary I/O pins landed at 6. Via count of the first global-routing pass landed at 791. The report lists the power per cell area as 544 nW/um2.

Among cell families on the critical path, the largest total delay comes from flip-flops. Global-route wire length before repair landed at 3.67 mm. Looking at the critical path, the single cell with the biggest stage delay is sky130_fd_sc_hd__dfstp_2. The core region is 5640 um2. Number of antenna violations at the first check in global routing landed at 0. Transition time of the tightest slew-check pin landed at 0.546 ns.

Excluding fillers, the count of instances in the completed layout stands at 188. Per STA, the startpoint of the critical path is curr_state[0]$_DFF_PP1_. In this run, placement finished with an instance count of 184. Overall global routing resource usage landed at 4.47%. Looking at the cell usage after synthesis, the top flip-flop cell is sky130_fd_sc_hd__dfrtp_1. Once the floorplan was initialized, standard cells occupied 19.4% of the core. Summed over all cells, the static leakage comes to 0.495 nW. Grouping non-sequential cells by family puts the most area in simple AND/OR/NAND/NOR gates. The tree is rooted in a sky130_fd_sc_hd__clkbuf_8. On met2, the global router reports a usage of 6.85%.

Setup fix buffers added after clock tree synthesis landed at 0. Ranked by total cell area, the synthesized netlist is headed by sky130_fd_sc_hd__dfrtp_1 (43%), sky130_fd_sc_hd__xnor2_1 (8.0%), sky130_fd_sc_hd__nor2_1 (6.5%). The pre-CTS setup check shows a worst slack of 1.72 ns. Routability-driven placement finished with a final weighted congestion of 0.803. Count of endpoints failing setup in the final report landed at 0.

Stage-log warning count landed at 25. Top achievable clock speed landed at 465 MHz. Met1 routing resource usage after global routing landed at 6.05%.

At the worst endpoint, the arrival time is 1.39 ns. Final number of hold-violating endpoints landed at 0. The clock reaches the later pin of the worst-skew pair after 0.25 ns. Number of distinct standard cells referenced by the synthesized netlist landed at 32.

The synthesized netlist occupies a cell area of 1100 um2. The synthesized netlist devotes 9.59% of its cell area to XOR and XNOR gates. After floorplanning, the core was divided into 27 placement rows. The min-delay analysis places its worst path in the category flip-flop to flip-flop. In this run, the number of DRC markers left after iteration 0 of detailed routing was 53.

Per the final report, max-transition violations number 0. The synth_stat.txt file lists the number of cells as 110. Per STA, the worst path is made up of nor2_1 -> inv_1 -> clkdlybuf4s50_1.

The launch point of the worst register-to-register path is recorded as cyc[5]$_DFF_PP0_. Entering global routing, the biggest net connects 22 pins. Area fraction in full adders, half adders and majority gates landed at 1.14%.

STA classifies the critical path endpoint as a primary output. Post-CTS repair ended up resizing 0 cells. The script reports the combined buffer and inverter count of the critical path as 2.

Required time of the critical path landed at 3.04 ns. Least setup slack across all paths after layout landed at 1.65 ns. In the CTS report, the clock slew at the register clock pins of the worst setup and hold paths is listed as 0.08 ns. Post-detailed-route DRC marker count landed at 0. Per the synthesis report, the AND-OR/OR-AND share of the synthesized area is 6.96%. Max-cap violations in this run came to 0. In the synthesized netlist, the number of instances is 110.

Total wire length landed at 2.02 mm. Synthesized chip area reported by yosys landed at 1100 um2. Async set or reset register ratio after synthesis landed at 100%. H-tree depth landed at 1. Number of synthesized flops with an enable pin landed at 0. Proportion of netlist area held by the largest area contributor landed at 43.4%. Ratio of cells with drive above 1 in the final layout landed at 15.5%. First-pass iteration count of the detailed router landed at 4.

For this run the aggregate overflow at the end of global routing stands at 0. Sorting the Yosys area breakdown by cell type puts at the top sky130_fd_sc_hd__dfrtp_1. Multiplexer cells account for 1.83% of the synthesized area. The routed design could run at a clock period as short as 2.15 ns.

The analysis reports a worst IR drop on VDD of 0.200 mV. Remaining max-slew budget at the tightest pin landed at 63.5%. The floorplan step defined a die boundary enclosing 9410 um2. Sum of negative setup slack landed at 0 ns.
==> path summary, 6_finish.rpt <==
check | to | slack (ns) | cells after the start
worst max register to register | curr_state[3]$_DFF_PP0_ | 1.90 | 4
worst max-delay path | G | 1.65 | 3
worst min-delay path | cyc[0]$_DFF_PP0_ | 0.50 | 1
worst min register to register | cyc[0]$_DFF_PP0_ | 0.50 | 1
min in group asynchronous | curr_state[1]$_DFF_PP0_ | 0.85 | 3
max in group asynchronous | curr_state[0]$_DFF_PP1_ | 2.68 | 3
==> layer usage <==
layer | routed length, um | part of all wire, %
met5 | 0 | 0
met3 | 109 | 5.4
met1 | 1040 | 51
met4 | 17 | 0.84
met2 | 852 | 42
==> registers in the layout, summed over array words and instances (netlist names) <==
signal,count
cyc,15
curr_state,5
==> final cells by class <==
cell class / count / area, um2
sequential: 20 / 502
fill: 598 / 4370
multi-input combinational: 79 / 537
tap: 72 / 90.1
timing repair buffer: 6 / 57.6
clock buffer: 4 / 55.1
inverter: 7 / 26.3
==> cells in the final DEF (no fill, tap or decap), drive strengths merged <==
master,instances
nor2,19
dfrtp,19
xnor2,10
inv,7
nor4,7
nand3,6
a21oi,5
clkdlybuf4s50,5
nand4,4
nor3,4
o21ai,4
clkbuf,4
or4,2
a21o,2
xor2,2
nand2,2
mux2i,2
and3,2
nor2b,1
or3,1
or3b,1
or2,1
a211oi,1
a31oi,1
and2,1
ha,1
dfstp,1
buf,1
==> power by group <==
group          internal [W]  switching, W  total, W
registers          0.000271     0.0000779  0.000349
logic             0.0000826      0.000100  0.000183
clock network     0.0000920     0.0000662  0.000158
total              0.000445      0.000245  0.000690
==> metrics by stage <==
| step | util (%) | power, W | area, um2 |
|---|---|---|---|
| final | 22.5 | 0.000690 | 1270 |
| after global routing | 22.5 | 0.000748 | 1270 |
| after CTS | 22.5 | 0.000698 | 1270 |
| after detailed placement | 21.5 | 0.000534 | 1210 |
| after global placement | 21.5 | 0.000537 | 1210 |
| after floorplan | - | 0.000506 | 1100 |
==> kinds of logic after synthesis <==
group                    Yosys count
XOR/XNOR                          12
flip-flops                        20
adder cells (fa/ha/maj)            1
buffers and inverters             11
AND-OR/OR-AND                     13
multiplexers                       2
AND/OR/NAND/NOR                   51
No activity file was given, so power comes from the tool's default toggle rates.
